$ cat design/flow/config.mk
export PLATFORM = sky130hd
export DESIGN_NAME = Ram
export DESIGN_NICKNAME = Ram
export VERILOG_FILES = /design/flow/design.v
export SDC_FILE = /design/flow/constraint.sdc
export NUM_CORES = 4
export LEC_CHECK = 1
export CORE_UTILIZATION = 40
$ cat design/flow/constraint.sdc
current_design Ram

set clk_period 5.8
set clk_io_pct 0.2

create_clock -name clk0 -period $clk_period [get_ports {clk}]

set non_clock_inputs [all_inputs -no_clocks]
set_input_delay [expr $clk_period * $clk_io_pct] -clock clk0 $non_clock_inputs
set_output_delay [expr $clk_period * $clk_io_pct] -clock clk0 [all_outputs]
$ cat design/flow/design.v
module Ram
  #(
      parameter ADDR_WIDTH = 4,
      parameter DATA_WIDTH = 8,
      parameter MEM_DEPTH = 64
  )(
  input clk,
  input[ADDR_WIDTH-1:0] addrA,
  input[ADDR_WIDTH-1:0] addrB,
  input wr_enaA,
  input wr_enaB,
  input[DATA_WIDTH-1:0] ram_inA,
  input[DATA_WIDTH-1:0] ram_inB,
  output reg[DATA_WIDTH-1:0] ram_outA,
  output reg[DATA_WIDTH-1:0] ram_outB
  );
  reg [DATA_WIDTH-1:0] mem [0:MEM_DEPTH-1];
  always@(posedge clk)
  begin:Port_One
    if(wr_enaA == 1'b1)
    begin:MEM_WRITE
        mem[addrA] <= ram_inA;
    end       
    ram_outA <= mem[addrA];  
  end
  always@(posedge clk)
  begin:Port_Two
    if(wr_enaB == 1'b1)
    begin:MEM_WRITE
        mem[addrB] <= ram_inB;
    end       
    ram_outB <= mem[addrB];  
  end
endmodule
$ cat design/flow/run.sh
#!/bin/bash
# OpenROAD 26Q1-2900-gdf79404cd8, Yosys 0.63+post, stock flow scripts
make -C /OpenROAD-flow-scripts/flow DESIGN_CONFIG=/design/flow/config.mk WORK_HOME=/design/flow/orfs finish
==> results.rst <==
Metrics
=======

.. list-table::
   :header-rows: 1

   * - Metric
     - Value
   * - Distinct lib cells
     - 49
   * - Reg-to-reg critical path endpoint
     - ram_outB[4]
   * - Yosys top cell by instances
     - sky130_fd_sc_hd__mux2_2
   * - Average via count per standard cell
     - 6.329
   * - Count of port buffers added during placement
     - 42
   * - Top cell area share
     - 46.33%
   * - Endpoint of the worst hold-timing path
     - ram_outA[2]
   * - Final-report hold violation count
     - 0
   * - Synthesized instance count
     - 648
   * - Largest fanout on the critical path
     - 24
   * - Sequential area share after synthesis
     - 50.19%
   * - Number of levels in the clock H-tree
     - 4
   * - CTS tree
     - built
   * - Launching instance or port of the critical path
     - addrA[1]
   * - Buffer levels on the longest clock path
     - 2
   * - RSZ-0062 raised after global routing
     - no
   * - Via count of the first global-routing pass
     - 6,091
   * - Skew-Pair Late Insertion Delay
     - 430 ps
   * - Number of antenna violations at the first check in global routing
     - 0
   * - Number of cells on the worst hold path
     - 2
   * - Reg2Reg Depth
     - 5
   * - Flip-flop and latch count after synthesis
     - 144
   * - Util after Layout
     - 47.13%
   * - Antenna diode count
     - 0
   * - First-iteration detailed-routing DRC count
     - 790
   * - Number of enable flip-flop cells
     - 128
   * - Primary flip-flop cell chosen by synthesis mapping
     - sky130_fd_sc_hd__edfxtp_1
   * - Post-synthesis async set-or-reset flop share
     - 0%
   * - Global placement routability congestion
     - 1.023
   * - Maximum resistive drop on vdd
     - 0.0002052 V
   * - Yosys synthesis warning count
     - 1
   * - Antenna viol nets, final
     - 0
   * - Clock transition at the registers of the reported paths
     - 60 ps
   * - Vertical extent of the die
     - 146.0 µm
   * - Portion of the clock cycle consumed by the worst path in the final layout
     - 61.15%
   * - Vias
     - 6,076
   * - Effective utilization at floorplan
     - 40.87%
   * - Worst reg2reg startpoint
     - mem[9][4]
   * - DR pass1 iterations
     - 7
   * - FMAX
     - 281.9 MHz
   * - Path category of the worst min-delay check
     - flip-flop to flip-flop
   * - Routed length per instance
     - 29.13 µm
   * - Worst min-delay path startpoint
     - mem[14][2]
   * - Overall Power
     - 2.771 mW
   * - Buffer type at the clock tree root
     - sky130_fd_sc_hd__clkbuf_16
   * - Cell type with the highest aggregate area in the netlist
     - sky130_fd_sc_hd__edfxtp_1
   * - Die Outline Area
     - 21,320 µm²
   * - Kind of capture point of the worst setup path
     - flip-flop
   * - Largest net degree at the start of global routing
     - 45
   * - Power per unit of standard cell area
     - 289.6 nW/µm²
   * - Crit path DAT
     - 3670 ps
   * - Die width
     - 146.0 µm
   * - Core Area
     - 20,300 µm²
   * - Cell Rows
     - 52
   * - Number of logged tool warnings
     - 25
   * - Number of CTS-inserted buffers
     - 17
   * - Minimum clock period
     - 3547 ps
   * - Wire length of the first global-routing pass
     - 41.55 mm
   * - DPL Wire Length
     - 18.35 mm
   * - Crit path required time
     - 5920 ps
   * - Cell area after technology mapping
     - 8297 µm²
   * - Max_slew headroom
     - 22.45%
   * - Remaining routing DRC violations
     - 0
   * - Cell leakage power
     - 3.273 nW
   * - CTS sink cnt
     - 144
   * - Top cells by count
     - sky130_fd_sc_hd__mux2_2 (138), sky130_fd_sc_hd__edfxtp_1 (128), sky130_fd_sc_hd__nand2_1 (47), sky130_fd_sc_hd__mux2i_1 (46), sky130_fd_sc_hd__o21ai_0 (38)
   * - Io pins
     - 43
   * - Classification of the worst setup path
     - input port to flip-flop
   * - Aggregate negative setup slack
     - 0 ps
   * - Critical path startpoint category
     - input port
   * - Number of buffers inserted for hold repair after clock tree synthesis
     - 0
   * - Average size of a mapped cell
     - 12.80 µm²
   * - Number of endpoints failing setup at the final stage
     - 0
   * - Total global routing track utilization
     - 28.66%
   * - Max Cap Violations
     - 0
   * - Result of the run
     - finished, final reports clean
   * - Post-CTS Resized
     - 0
   * - Fraction of final layout cells with drive strength greater than 1
     - 32.90%
   * - Worst clock skew
     - 11.15 ps
   * - Buffer count from post-CTS setup fixing
     - 0
   * - Slew at the pin closest to its max-slew limit
     - 1163 ps
   * - FF-to-FF setup slack
     - 4100 ps
   * - Post-synthesis cell count from yosys
     - 648
   * - Final global-route overflow total
     - 0
   * - Count of final max-slew check failures
     - 0
   * - Overall routed net length
     - 27.97 mm
   * - Layout Area Growth over Synthesis
     - 15.31%
   * - Top cells by area
     - sky130_fd_sc_hd__edfxtp_1 (46%), sky130_fd_sc_hd__mux2_2 (19%), sky130_fd_sc_hd__mux2i_1 (5.5%)
   * - Yosys Chip Area
     - 8297 µm²
==> layout make-up <==
class | count | area, µm²
Clock buffer | 20 | 446.7
Clock inverter | 12 | 187.7
Fill cell | 1800 | 10730
Inverter | 2 | 7.507
Multi-Input combinational cell | 446 | 3852
Sequential cell | 144 | 4164
Tap cell | 270 | 337.8
Timing Repair Buffer | 66 | 570.5
==> cell families after synthesis <==
kind of cell	after synthesis	synth area share [%]
mux	200	28.62
flops	144	50.19
compound gates	134	10.50
simple gates	112	7.314
buf+inv	58	3.378
==> metal layers <==
metal | vias up | GRT usage (%) | wire [µm]
met5 | - | 0 | 0
met4 | 0 | 4.688 | 629
met3 | 42 | 12.96 | 3444
met2 | 427 | 40.67 | 12280
met1 | 3021 | 43.70 | 11610
li1 | 2586 | - | -
==> worst max-delay path, stage by stage <==
cell and delay, ps:
sky130_fd_sc_hd__buf_2 580, sky130_fd_sc_hd__and2_1 810, sky130_fd_sc_hd__nand2_1 630, sky130_fd_sc_hd__o21ai_0 210, sky130_fd_sc_hd__buf_4 240
==> placed cells by master, fill, tap and decap left out, drive strengths merged, types with 3 or more instances in the layout <==
| master | netlist | final |
|---|---|---|
| a211o | 3 | 3 |
| a211oi | 11 | 11 |
| a21oi | 23 | 23 |
| a221oi | 5 | 5 |
| a222oi | 3 | 3 |
| a22oi | 13 | 13 |
| a31oi | 5 | 5 |
| and2 | 5 | 5 |
| and3b | 3 | 3 |
| buf | 31 | 30 |
| bufinv | 0 | 5 |
| clkbuf | 25 | 20 |
| clkdlybuf4s50 | 0 | 36 |
| clkinv | 0 | 5 |
| dfxtp | 16 | 16 |
| edfxtp | 128 | 128 |
| inv | 2 | 3 |
| mux2 | 138 | 138 |
| mux2i | 46 | 46 |
| mux4 | 16 | 16 |
| nand2 | 47 | 47 |
| nand2b | 4 | 4 |
| nand3 | 9 | 9 |
| nand3b | 3 | 3 |
| nor2 | 21 | 21 |
| nor2b | 9 | 9 |
| nor3 | 5 | 5 |
| o211ai | 5 | 5 |
| o21ai | 38 | 38 |
| o21bai | 8 | 8 |
| o221ai | 3 | 3 |
| o22ai | 7 | 7 |
==> stage by stage <==
| stage | area [µm²] | cells | setup slack, ps | hold slack (ps) |
|---|---|---|---|---|
| floorplan | 8297 | 648 | 2828 | 526.9 |
| global placement | 8932 | 928 | 1862 | 687.6 |
| detailed placement | 8932 | 928 | 1905 | 711.6 |
| CTS | 9567 | 960 | 2294 | 726.2 |
| global route | 9567 | 960 | 2236 | 773.8 |
| finish | 9567 | 960 | 2253 | 732.4 |
==> state kept, by name, indices dropped and copies added (netlist names) <==
name	cells
mem	128
ram_outA	8
ram_outB	8
==> worst max-delay path by stage <==
stage / to / cells after the start / slack (ps)
after CTS: mem[11][0] / 5 / 2290
after global routing: mem[11][0] / 5 / 2240
final: mem[3][2] / 5 / 2250
==> power by group <==
part	switching (mW)	internal, mW	total, mW
Clock	0.432	0.770	1.20
Sequential	0.0288	1.18	1.21
Combinational	0.200	0.155	0.355
Power and IR drop assume default switching activity.
